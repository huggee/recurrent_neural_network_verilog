==> flow/design.v <==
`timescale 1ns/1ps
module right_shifter_16(
    input  [15:0] IN,
    output [15:0] OUT
);
    assign OUT = {{3{IN[15]}}, IN[15:3]};
endmodule
module subtracter_8_8_8(
    input  [7:0] A,
    input  [7:0] B,
    output [7:0] OUT
);
    wire [8:0] extA;
    wire [8:0] extB;
    wire [8:0] SUB;
    wire [1:0] carry;
    assign extA  = {A[7],A};
    assign extB  = {B[7],B};
    assign SUB   = extA - extB;
    assign carry = SUB[8:7];
    assign OUT   = (carry == 2'b01) ? {1'b0,{7{1'b1}}} :
                   (carry == 2'b10) ? {1'b1,{7{1'b0}}} :
                   {SUB[8],SUB[6:0]};
endmodule
module subtracter_8_12_12(
    input  [7:0]  A,
    input  [11:0] B,
    output [11:0] OUT
);
    wire [12:0] extA;
    wire [12:0] extB;
    wire [12:0] SUB;
    wire [1:0] carry;
    assign extA  = {{5{A[7]}}, A};
    assign extB  = {B[11], B};
    assign SUB   = extA - extB;
    assign carry = SUB[12:11];
    assign OUT   = (carry == 2'b01) ? {1'b0,{11{1'b1}}} :
                   (carry == 2'b10) ? {1'b1,{11{1'b0}}} :
                   SUB[11:0];
endmodule
module subtracter_12_8_12(
    input  [11:0] A,
    input  [7:0]  B,
    output [11:0] OUT
);
    wire [12:0] extA;
    wire [12:0] extB;
    wire [12:0] SUB;
    wire [1:0] carry;
    assign extA  = {A[11], A};
    assign extB  = {{5{B[7]}}, B};
    assign SUB   = extA - extB;
    assign carry = SUB[12:11];
    assign OUT   = (carry == 2'b01) ? {1'b0,{11{1'b1}}} :
                   (carry == 2'b10) ? {1'b1,{11{1'b0}}} :
                   SUB[11:0];
endmodule
module subtracter_16_16_16(
    input  [15:0] A,
    input  [15:0] B,
    output [15:0] OUT
);
    wire [16:0] extA;
    wire [16:0] extB;
    wire [16:0] SUB;
    wire [1:0] carry;
    assign extA  = {A[15], A};
    assign extB  = {B[15], B};
    assign SUB   = extA - extB;
    assign carry = SUB[16:15];
    assign OUT   = (carry == 2'b01) ? {1'b0,{15{1'b1}}} :
                   (carry == 2'b10) ? {1'b1,{15{1'b0}}} :
                   SUB[15:0];
endmodule
module adder_20_20_20(
    input     [19:0] A,
    input     [19:0] B,
    output    [19:0] OUT
  );
  wire [20:0] extA;
  wire [20:0] extB;
  wire [20:0] ADD;
  wire [1:0] carry;
  assign extA = {A[19],A};
  assign extB = {B[19],B};
  assign ADD = extA + extB;
  assign carry = ADD[20:19];
  assign OUT = (carry == 2'b01) ? {1'b0,{19{1'b1}}} :
               (carry == 2'b10) ? {1'b1,{19{1'b0}}} :
               {ADD[19:0]};
endmodule
module adder_16_20_20(
    input     [15:0] A,
    input     [19:0] B,
    output    [19:0] OUT
  );
  wire [20:0] extA;
  wire [20:0] extB;
  wire [20:0] ADD;
  wire [1:0] carry;
  assign extA = {{4{A[15]}}, A};
  assign extB = {B[19], B};
  assign ADD = extA + extB;
  assign carry = ADD[20:19];
  assign OUT = (carry == 2'b01) ? {1'b0,{19{1'b1}}} :
               (carry == 2'b10) ? {1'b1,{19{1'b0}}} :
               {ADD[19:0]};
endmodule
module adder_16_16_16(
    input     [15:0] A,
    input     [15:0] B,
    output    [15:0] OUT
  );
  wire [16:0] extA;
  wire [16:0] extB;
  wire [16:0] ADD;
  wire [1:0] carry;
  assign extA = {A[15],A};
  assign extB = {B[15],B};
  assign ADD = extA + extB;
  assign carry = ADD[16:15];
  assign OUT = (carry == 2'b01) ? {1'b0,{15{1'b1}}} :
               (carry == 2'b10) ? {1'b1,{15{1'b0}}} :
               {ADD[16],ADD[14:0]};
endmodule
module adder_8_16_16(
    input  [7:0] A,
    input  [15:0] B,
    output [15:0] OUT
);
    wire [16:0] extA;
    wire [16:0] extB;
    wire [16:0] ADD;
    wire [1:0]  carry;
    assign extA  = {{8{A[7]}}, A};
    assign extB  = {B[15], B};
    assign ADD   = extA + extB;
    assign carry = ADD[16:15];
    assign OUT = (carry == 2'b01)? {1'b0, {15{1'b1}}} :
                 (carry == 2'b10)? {1'b1, {15{1'b0}}} :
                 ADD[15:0];
endmodule
module adder_8_8_8(
    input  [7:0] A,
    input  [7:0] B,
    output [7:0] OUT
);
    wire [8:0] extA;
    wire [8:0] extB;
    wire [8:0] ADD;
    wire [1:0]  carry;
    assign extA  = {A[7], A};
    assign extB  = {B[7], B};
    assign ADD   = extA + extB;
    assign carry = ADD[8:7];
    assign OUT = (carry == 2'b01)? {1'b0, {7{1'b1}}} :
                 (carry == 2'b10)? {1'b1, {7{1'b0}}} :
                 ADD[7:0];
endmodule
module adder_8_8_12(
    input  [7:0] A,
    input  [7:0] B,
    output [11:0] OUT
);
    wire [12:0] extA;
    wire [12:0] extB;
    wire [12:0] ADD;
    wire [1:0]  carry;
    assign extA  = {{5{A[7]}}, A};
    assign extB  = {{5{B[7]}}, B};
    assign ADD   = extA + extB;
    assign carry = ADD[12:11];
    assign OUT = (carry == 2'b01)? {1'b0, {11{1'b1}}} :
                 (carry == 2'b10)? {1'b1, {11{1'b0}}} :
                 ADD[11:0];
endmodule
module adder_8_12_12(
    input  [7:0] A,
    input  [11:0] B,
    output [11:0] OUT
);
    wire [12:0] extA;
    wire [12:0] extB;
    wire [12:0] ADD;
    wire [1:0]  carry;
    assign extA  = {{5{A[7]}}, A};
    assign extB  = {B[11], B};
    assign ADD   = extA + extB;
    assign carry = ADD[12:11];
    assign OUT = (carry == 2'b01)? {1'b0, {11{1'b1}}} :
                 (carry == 2'b10)? {1'b1, {11{1'b0}}} :
                 ADD[11:0];
endmodule
module multiplier_8_8_8(
    input [7:0] A,
    input [7:0] B,
    output [7:0] OUT
);
    wire [15:0] extA;
    wire [15:0] extB;
    wire [15:0] MUL;
    assign extA = {{8{A[7]}}, A};
    assign extB = {{8{B[7]}}, B};
    assign MUL  = extA * extB;
    assign OUT  = {MUL[15], MUL[11:10], MUL[9:5]};
endmodule
module multiplier_8_16_16(
	input  [7:0]  A,
    input  [15:0] B,
	output [15:0] OUT
);
    wire [23:0] extA;
    wire [23:0] extB;
    wire [23:0] MUL;
    assign extA = {{16{A[7]}}, A};
    assign extB = {{8{B[15]}}, B};
    assign MUL  = extA * extB;
    assign OUT  = {MUL[23], MUL[19:18], MUL[17:5]};
endmodule
module multiplier_8_12_16(
	input  [7:0]  A,
    input  [11:0] B,
	output [15:0] OUT
);
    wire [19:0] extA;
    wire [19:0] extB;
    wire [19:0] MUL;
    assign extA = {{12{A[7]}}, A};
    assign extB = {{8{B[11]}}, B};
    assign MUL  = extA * extB;
    assign OUT  = {MUL[19], MUL[17:16], MUL[15:3]};
endmodule
module multiplier_8_20_16(
	input  [7:0]  A,
    input  [19:0] B,
	output [15:0] OUT
);
    wire [27:0] extA;
    wire [27:0] extB;
    wire [27:0] MUL;
    assign extA = {{20{A[7]}}, A};
    assign extB = {{8{B[19]}}, B};
    assign MUL  = extA * extB;
    assign OUT  = {MUL[27], MUL[19:18], MUL[17:5]};
endmodule
module multiplier_12_16_20(
	input  [11:0] A,
    input  [15:0] B,
	output [19:0] OUT
);
    wire [27:0] extA;
    wire [27:0] extB;
    wire [27:0] MUL;
    assign extA = {{16{A[11]}}, A};
    assign extB = {{12{B[15]}}, B};
    assign MUL  = extA * extB;
    assign OUT  = {MUL[27], MUL[23:18], MUL[17:5]};
endmodule
module multiplier_16_8_8(
    input  [15:0] A,
    input  [7:0]  B,
    output [7:0]  OUT
);
    wire [23:0] extA;
    wire [23:0] extB;
    wire [23:0] MUL;
    assign extA = {{8{A[15]}}, A};
    assign extB = {{16{B[7]}}, B};
    assign MUL  = extA * extB;
    assign OUT  = {MUL[23], MUL[19:18], MUL[17:13]};
endmodule
module multiplier_16_16_16(
	input  [15:0] A,
    input  [15:0] B,
	output [15:0] OUT
);
    wire [31:0] extA;
    wire [31:0] extB;
    wire [31:0] MUL;
    assign extA = {{16{A[15]}}, A};
    assign extB = {{16{B[15]}}, B};
    assign MUL  = extA * extB;
    assign OUT  = {MUL[31], MUL[27:26], MUL[25:13]};
endmodule
module multiplier_16_20_20(
	input  [15:0] A,
    input  [19:0] B,
	output [19:0] OUT
);
    wire [35:0] extA;
    wire [35:0] extB;
    wire [35:0] MUL;
    assign extA = {{20{A[15]}}, A};
    assign extB = {{16{B[19]}}, B};
    assign MUL  = extA * extB;
    assign OUT  = {MUL[35], MUL[31:26], MUL[25:13]};
endmodule
module multiplier_20_16_16(
	input  [19:0] A,
  input  [15:0]B,
	output [15:0] OUT
	);
  wire [35:0] extA;
  wire [35:0] extB;
  wire [35:0] MUL;
  assign extA = {{16{A[19]}}, A};
  assign extB = {{20{B[15]}}, B};
  assign MUL  = extA * extB;
  assign OUT = {MUL[35], MUL[27:13]};
endmodule
==> flow/run.sh <==
#!/bin/bash
# OpenROAD 26Q1-2900-gdf79404cd8, Yosys 0.63+post, stock flow scripts
make -C /OpenROAD-flow-scripts/flow DESIGN_CONFIG=/design/flow/config.mk WORK_HOME=/design/flow/orfs finish
==> flow/config.mk <==
export PLATFORM = sky130hd
export DESIGN_NAME = multiplier_16_16_16
export DESIGN_NICKNAME = multiplier_16_16_16
export VERILOG_FILES = /design/flow/design.v
export SDC_FILE = /design/flow/constraint.sdc
export NUM_CORES = 4
export LEC_CHECK = 1
export CORE_UTILIZATION = 50
==> flow/constraint.sdc <==
current_design multiplier_16_16_16

set clk_period 14.4
set clk_io_pct 0.2

create_clock -name clk0 -period $clk_period

set non_clock_inputs [all_inputs -no_clocks]
set_input_delay [expr $clk_period * $clk_io_pct] -clock clk0 $non_clock_inputs
set_output_delay [expr $clk_period * $clk_io_pct] -clock clk0 [all_outputs]
==> flow_metrics.tcl <==
# flow metrics
set metrics [dict create \
    outcome "finished, final reports clean" \
    fin_cells 1319 \
    met3_usage_pct 4.946 \
    cpMostUsedCell "fa_1" \
    place_hpwl_mm 18.04 \
    whs_path_depth 8 \
    area_leaders "fa_1 55%, inv_1 12%, ha_1 10%, and2_1 7.8%, nand2_1 5.0%" \
    register_area_um2 0 \
    min_period_ns 12.89 \
    ant_nets 0 \
    drt-initial-drc-count 208 \
    warning_count 32 \
    dp_cells 1319 \
    fin_ws_ns 1.513 \
    synth_stat.cells 1055 \
    grt_max_degree 17 \
    antenna_found_initial 0 \
    endpoint_kind "output port" \
    cts_resized 0 \
    wl_per_cell_um 16.20 \
    finalHoldViolCount 0 \
    ys_types 42 \
    grt_pass1_vias 7019 \
    hold_end "OUT[0]" \
    rows 50 \
    top_area_share_pct 54.72 \
    busiest_layer "met2" \
    routed_wl_mm 21.37 \
    use_met2_pct 43.13 \
    ios 48 \
    area_growth_syn_to_layout_pct 7.940 \
    die-area_um2 19650 \
    clockBufferCount 0 \
    ys_seq_share_pct 0 \
    cp-start-kind "input port" \
    worst_path_max_delay_cell "clkdlybuf4s50_1" \
    synth_warnings 0 \
    port_buffers 48 \
    core_um2 18710 \
    cp_cell_sequence "clkdlybuf4s50_1 -> nand2_1 -> inv_1 -> fa_1 -> inv_1 -> fa_1 -> inv_1 -> fa_1 -> fa_1 -> fa_1 -> inv_1 -> fa_1 -> inv_1 -> ha_1 -> o21a_1 -> a21oi_1 -> o22ai_1 -> or2_4 -> a41oi_1 -> xnor2_1 -> clkdlybuf4s50_1" \
    syn-cell-area_um2 9549 \
    setup_violations 0 \
    avgSynthCellArea_um2 9.051 \
    drive_above_1_share_pct 2.028 \
    worstSetupPathType "in2out" \
    die_w_um 140.2 \
    holdCritStartpoint "A[0]" \
    cts_hold_buffers 0 \
    cp_max_fo 16 \
    tightestPinTransition_ns 0.7574 \
    flop-count 0 \
    hp-class "in2out" \
    preCtsSetupSlack_ns 1.524 \
    fp-utilization_pct 51.05 \
    gp_congestion 0.8742 \
    use_met1_pct 41.06 \
    dieHeight_um 140.2 \
    dr.pass1.iters 4 \
    viasPerCell 4.979 \
    worst_ep_arrival_time_ns 10.01 \
    ys_area_um2 9549 \
    rsz0062_at_grt "no" \
    num_antenna_cells 0 \
    synth_cells 1055 \
    vias 6567 \
    slew_headroom_pct 49.35 \
    drc 0 \
    finalClockPeriodUsage_pct 89.50 \
    track_usage_pct 26.30 \
    cp_slowest_stage_delay_ns 0.77 \
    grt_overflow_total 0 \
    slew_violations 0 \
    fin_tns_setup_ns 0 \
    synth_area_leader_cell "fa_1" \
    holdWs_ns 7.461 \
    fmax_mhz 77.60 \
    post_cts_buffers 0 \
    required_ns 11.52 \
    grt_pass1_wl_mm 36.67 \
    maxCapViolCount 0 \
]
-- area by class of cell --
| cell class | instances | area [um^2] |
|---|---|---|
| Tap cell | 234 | 292.8 |
| Fill cell | 1729 | 8398 |
| Multi-Input combinational cell | 706 | 8239 |
| Timing Repair Buffer | 62 | 585.6 |
| Inverter | 317 | 1190 |
-- cells by family after synthesis --
| group | count (synthesis) | synth area share (%) |
|---|---|---|
| buf+inv | 349 | 13.72 |
| fa+ha+maj | 340 | 65.07 |
| simple gates | 286 | 14.87 |
| compound gates | 56 | 4.141 |
| xor+xnor | 24 | 2.201 |
-- worst max-delay path by stage --
stage / start / slack (ns) / cells after the start / end
global route: A[15] / 1.06 / 22 / OUT[11]
finish: A[15] / 1.51 / 21 / OUT[15]
CTS: A[15] / 1.51 / 21 / OUT[15]
-- per-layer routing --
layer,vias to the layer above,wire (um)
met1,3341,8962
met5,-,0
met4,0,269
met2,147,10850
met3,14,1292
li1,3065,-
-- stage by stage --
stage | cell area [um^2] | utilization, %
final | 10310 | 55.10
after global routing | 10310 | 55.10
after CTS | 10310 | 55.10
after detailed placement | 10310 | 55.10
after global placement | 10310 | 55.10
after floorplan | 9549 | -
-- worst max-delay path, delay by kind of cell --
family | cells | cell delay [ns]
compound gates | 4 | 1.19
xor+xnor | 1 | 0.16
fa+ha+maj | 7 | 3.49
buf+inv | 7 | 1.67
simple gates | 2 | 0.60
-- cell usage after synthesis (all sizes together) --
master   instances
inv            317
fa             261
nand2          126
and2           119
ha              79
clkbuf          32
nor2            24
xnor2           18
o21ai           15
a21oi            8
a21o             7
xor2             6
a211oi           5
nand2b           5
nand3            3
o21a             3
and4             2
nand4            2
nor3             2
o211ai           2
a2111oi          1
a211o            1
a21boi           1
a221oi           1
a22oi            1
a311oi           1
a31o             1
a31oi            1
a32oi            1
a41oi            1
nand3b           1
nor2b            1
o2111ai          1
o211a            1
o21bai           1
o22ai            1
o31a             1
o31ai            1
or2              1
-- placed cells by master, fill, tap and decap left out, drive strengths merged, types with 2 or more instances in the layout --
| master | instances |
|---|---|
| o21a | 3 |
| ha | 79 |
| nand2b | 5 |
| buf | 14 |
| a211oi | 5 |
| clkdlybuf4s50 | 48 |
| and4 | 2 |
| a21o | 7 |
| xor2 | 6 |
| o211ai | 2 |
| nand4 | 2 |
| nor2 | 24 |
| fa | 261 |
| xnor2 | 18 |
| nand3 | 3 |
| a21oi | 8 |
| inv | 317 |
| nor3 | 2 |
| o21ai | 15 |
| nand2 | 126 |
| and2 | 119 |
